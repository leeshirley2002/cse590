<file path="flow/config.mk">
export PLATFORM = sky130hd
export DESIGN_NAME = proj
export DESIGN_NICKNAME = proj
export VERILOG_FILES = /design/flow/design.v
export SDC_FILE = /design/flow/constraint.sdc
export NUM_CORES = 4
export LEC_CHECK = 1
export CORE_UTILIZATION = 40
</file>
<file path="flow/constraint.sdc">
current_design proj

set clk_period 3.3
set clk_io_pct 0.2

create_clock -name clk0 -period $clk_period [get_ports {clk}]

set non_clock_inputs [all_inputs -no_clocks]
set_input_delay [expr $clk_period * $clk_io_pct] -clock clk0 $non_clock_inputs
set_output_delay [expr $clk_period * $clk_io_pct] -clock clk0 [all_outputs]
</file>
<file path="flow/design.v">
`timescale 1ns / 1ps
module flipflop(q,d,enable,rst,clk);
	input clk;
	input rst;
	input d,enable;
	output q;
	reg q;
	always @(posedge clk)
		begin
		if (~rst)
			q <= 1'b1;
		else if (!enable)
			q <= d;
		end
endmodule
module RandomNumber(clk,rst,enable,state_out);
   output [4:0] state_out;
	input rst,enable;
	input clk;
	wire [4:0] state_out;
	flipflop ff0 (state_out[0],feedback,enable,rst,clk);
	flipflop ff1 (state_out[1],state_out[0],enable,rst,clk);
	flipflop ff2 (state_out[2],state_out[1],enable,rst,clk);
	flipflop ff3 (state_out[3],state_out[2],enable,rst,clk);
	flipflop ff4 (state_out[4],state_out[3],enable,rst,clk);
	xor G1(feedback,state_out[1],state_out[4]);
endmodule
`timescale 1ns / 1ps
module proj(clk,rst,btn,led,cathodes,anodes);
input clk,rst;
input [2:0] btn;
output [5:0] led;
output [6:0] cathodes;
output [3:0] anodes;
wire [4:0] rand1;
wire [4:0] rand2;
wire [3:0] bcd1,bcd0;
reg [2:0] nstate,cstate;
reg [5:0] led;
reg enable1 = 0;
reg enable2 = 0;
reg slow_clock;
always @(posedge clk or negedge rst)
begin
	if (~rst) cstate <= 7;
	else cstate <= nstate;
end
always @(btn or cstate)
case(btn)
	3'b001: nstate=0;
	3'b010: nstate=1;
	3'b100: nstate=2;
	3'b000: nstate = cstate;
	default: nstate = 7;
endcase
always @(posedge clk)
begin
	if(!rst)
	begin
		enable1 <= 0;
		enable2 <= 0;
	end
	case (cstate)
	0: begin
		enable1 <= 1;
		led = rand1;
		end
	1: begin
		enable2 <= 1;
		led = rand2;
		end
	2: begin
		led = rand1 + rand2;
		end
	7: begin
		led = 6'b000000;
		end
	endcase
end		
RandomNumber RN1(clk,rst,enable1,rand1);
RandomNumber RN2(clk,rst,enable2,rand2);
bcd BCD(led,bcd1,bcd0);
seg_7 SEG7(clk,rst,cathodes,anodes,bcd1,bcd0);
endmodule
`timescale 1ns / 1ps
module seg_7(clk,rst,cathodes,anodes,bcd1,bcd0);
input clk,rst;
input [3:0] bcd1,bcd0;
output [6:0] cathodes;
output [3:0] anodes;
reg [6:0] cathodes;
reg [3:0] anodes;
reg [3:0] dig;
reg slow_clock;
integer count;
always @(posedge clk)
create_slow_clock(clk, slow_clock);
always @(posedge slow_clock)
	begin
		if (rst == 0) anodes = 4'b 1111;
		else
		begin
		case (anodes)
		4'b 1101 : anodes = 4'b 1011;
		4'b 1011 : anodes = 4'b 1101;
		4'b 1111 : anodes = 4'b 1011;
		default : anodes = 1111;
		endcase
		case (anodes)
		4'b 1011 : dig = bcd1;
		4'b 1101 : dig = bcd0;
		endcase
		cathodes = calc_cathode_value(dig);
		end
	end
	function [6:0] calc_cathode_value;
		input [3:0] dig;
		begin
			case (dig)
				0: calc_cathode_value =7'b1000000;
				1: calc_cathode_value =7'b1111001;
				2: calc_cathode_value =7'b0100100;
				3: calc_cathode_value =7'b0110000;
				4: calc_cathode_value =7'b0011001;
				5: calc_cathode_value =7'b0010010;
				6: calc_cathode_value =7'b0000010;
				7: calc_cathode_value =7'b1111000;
				8: calc_cathode_value =7'b0000000;
				9: calc_cathode_value =7'b0010000;
			endcase
		end
	endfunction
	task create_slow_clock;
	input clock;
	inout slow_clock;
	integer count;
	begin
		if (count > 250000)
		begin
		count=0;
		slow_clock = ~slow_clock;
		end
		count = count+1;
	end
endtask
endmodule
`timescale 1ns / 1ps
module bcd(data_in,bcd1,bcd0);
input [5:0] data_in;
output [3:0] bcd1;
output [3:0] bcd0;
reg [3:0] bcd1;
reg [3:0] bcd0;
always@ (data_in)
begin
	case(data_in)
	 0 : begin bcd1 <= 4'b0000; bcd0 <= 4'b0000; end
    1 : begin bcd1 <= 4'b0000; bcd0 <= 4'b0001; end
    2 : begin bcd1 <= 4'b0000; bcd0 <= 4'b0010; end
    3 : begin bcd1 <= 4'b0000; bcd0 <= 4'b0011; end
    4 : begin bcd1 <= 4'b0000; bcd0 <= 4'b0100; end
    5 : begin bcd1 <= 4'b0000; bcd0 <= 4'b0101; end
    6 : begin bcd1 <= 4'b0000; bcd0 <= 4'b0110; end
    7 : begin bcd1 <= 4'b0000; bcd0 <= 4'b0111; end
    8 : begin bcd1 <= 4'b0000; bcd0 <= 4'b1000; end
    9 : begin bcd1 <= 4'b0000; bcd0 <= 4'b1001; end
    10 : begin bcd1 <= 4'b0001; bcd0 <= 4'b0000; end
    11 : begin bcd1 <= 4'b0001; bcd0 <= 4'b0001; end
    12 : begin bcd1 <= 4'b0001; bcd0 <= 4'b0010; end
    13 : begin bcd1 <= 4'b0001; bcd0 <= 4'b0011; end
    14 : begin bcd1 <= 4'b0001; bcd0 <= 4'b0100; end
    15 : begin bcd1 <= 4'b0001; bcd0 <= 4'b0101; end
    16 : begin bcd1 <= 4'b0001; bcd0 <= 4'b0110; end
    17 : begin bcd1 <= 4'b0001; bcd0 <= 4'b0111; end
    18 : begin bcd1 <= 4'b0001; bcd0 <= 4'b1000; end
    19 : begin bcd1 <= 4'b0001; bcd0 <= 4'b1001; end
    20 : begin bcd1 <= 4'b0010; bcd0 <= 4'b0000; end
    21 : begin bcd1 <= 4'b0010; bcd0 <= 4'b0001; end
    22 : begin bcd1 <= 4'b0010; bcd0 <= 4'b0010; end
    23 : begin bcd1 <= 4'b0010; bcd0 <= 4'b0011; end
    24 : begin bcd1 <= 4'b0010; bcd0 <= 4'b0100; end
    25 : begin bcd1 <= 4'b0010; bcd0 <= 4'b0101; end
    26 : begin bcd1 <= 4'b0010; bcd0 <= 4'b0110; end
    27 : begin bcd1 <= 4'b0010; bcd0 <= 4'b0111; end
    28 : begin bcd1 <= 4'b0010; bcd0 <= 4'b1000; end
    29 : begin bcd1 <= 4'b0010; bcd0 <= 4'b1001; end
    30 : begin bcd1 <= 4'b0011; bcd0 <= 4'b0000; end
    31 : begin bcd1 <= 4'b0011; bcd0 <= 4'b0001; end
	 32 : begin bcd1 <= 4'b0011; bcd0 <= 4'b0010; end
    33 : begin bcd1 <= 4'b0011; bcd0 <= 4'b0011; end
    34 : begin bcd1 <= 4'b0011; bcd0 <= 4'b0100; end
    35 : begin bcd1 <= 4'b0011; bcd0 <= 4'b0101; end
    36 : begin bcd1 <= 4'b0011; bcd0 <= 4'b0110; end
    37 : begin bcd1 <= 4'b0011; bcd0 <= 4'b0111; end
    38 : begin bcd1 <= 4'b0011; bcd0 <= 4'b1000; end
    39 : begin bcd1 <= 4'b0011; bcd0 <= 4'b1001; end
    40 : begin bcd1 <= 4'b0100; bcd0 <= 4'b0000; end
    41 : begin bcd1 <= 4'b0100; bcd0 <= 4'b0001; end
    42 : begin bcd1 <= 4'b0100; bcd0 <= 4'b0010; end
    44 : begin bcd1 <= 4'b0100; bcd0 <= 4'b0100; end
    45 : begin bcd1 <= 4'b0100; bcd0 <= 4'b0101; end
    46 : begin bcd1 <= 4'b0100; bcd0 <= 4'b0110; end
    47 : begin bcd1 <= 4'b0100; bcd0 <= 4'b0111; end
    48 : begin bcd1 <= 4'b0100; bcd0 <= 4'b1000; end
    49 : begin bcd1 <= 4'b0100; bcd0 <= 4'b1001; end
    50 : begin bcd1 <= 4'b0101; bcd0 <= 4'b0000; end
    51 : begin bcd1 <= 4'b0101; bcd0 <= 4'b0001; end
    52 : begin bcd1 <= 4'b0101; bcd0 <= 4'b0010; end
    53 : begin bcd1 <= 4'b0101; bcd0 <= 4'b0011; end
    54 : begin bcd1 <= 4'b0101; bcd0 <= 4'b0100; end
    55 : begin bcd1 <= 4'b0101; bcd0 <= 4'b0101; end
    56 : begin bcd1 <= 4'b0101; bcd0 <= 4'b0110; end
    57 : begin bcd1 <= 4'b0101; bcd0 <= 4'b0111; end
    58 : begin bcd1 <= 4'b0101; bcd0 <= 4'b1000; end
    59 : begin bcd1 <= 4'b0101; bcd0 <= 4'b1001; end
    60 : begin bcd1 <= 4'b0110; bcd0 <= 4'b0000; end
    61 : begin bcd1 <= 4'b0110; bcd0 <= 4'b0001; end
    62 : begin bcd1 <= 4'b0110; bcd0 <= 4'b0010; end
    63 : begin bcd1 <= 4'b0110; bcd0 <= 4'b0011; end
	 endcase
	 end
endmodule
</file>
<file path="flow/run.sh">
#!/bin/bash
# OpenROAD 26Q1-2900-gdf79404cd8, Yosys 0.63+post, stock flow scripts
make -C /OpenROAD-flow-scripts/flow DESIGN_CONFIG=/design/flow/config.mk WORK_HOME=/design/flow/orfs finish
</file>
==> out/summary.txt <==
Switching Share = 29.3%
DR vias/cell = 5.23
first-pass GRT wire length = 5690 um
dominant logic cell types in the final layout = clkdlybuf4s50_1 (20), nand2_1 (18), edfxtp_1 (17)
prevailing post-synth register cell = edfxtp_1
CTS tree = yes
register pins left without a clock = 21
Post-CTS Setup Repair Bufs = 0
Iteration-0 DRC Markers = 38
crit path capture type = primary output
number of enable flip-flop cells = 17
sw power = 212 uW
all-layer global routing usage = 13.3%
dpl cells = 272
syn_area_per_cell = 10.7 um2
Antenna diodes = 0
Final Hold Violating Endpoints = 0
grt total ovfl = 0
Area after DPL = 2330 um2
Netlist cell types = 54
Post-DP HPWL = 2540 um
Pins Over Slew Limit = 0
crit-path cells = clkdlybuf4s50_1
Max Root-Sink Buffers = 2
status = finished clean
largest net degree at the start of global routing = 31
final wirelength = 3410 um
Arr. time, crit path = 1450 ps
Total Neg Setup Slack = 0 ps
Synth Instances = 195
ratio of cells with drive above 1 in the final layout = 7.18%
Critical Path RT = 2640 ps
post-layout period usage of the worst path = 63.8%
clock share of power = 23.3%
I/O pins = 22
Root Driver = clkbuf_8
Least-Margin Pin Slew = 495 ps
Die Size = 5530 um2
Slowest-stage cell, CP = edfxtp_1
most used logic cell in the final layout = clkdlybuf4s50_1
critical path class = reg -> out
cell area after layout = 2380 um2
synth warn = 44
DIE WIDTH = 74.4 um
DRC = 0
CP Max Fanout = 17
Pwr Total = 722 uW
CP Launch Type = flip-flop
clock skew = 1.90 ps
Reg power frac = 53.1%
PD cells = 303 nW/um2
CP max stage delay = 640 ps
CTS buffer count = 3
vias in the first global route = 1246
Slew HR = 66.8%
RSZ-0062 raised after global routing = false
Log Warnings = 25
drt wl/cell = 12.3 um
Worst-path clk slew = 80 ps
Max Cap Violations = 0
clk latency late pin = 260 ps
leakage power = 0.000916 uW
Routability Congestion = 0.805
via count = 1443
post-CTS resize count = 0
post-cts hold-fix buffer tally = 0
Worst Path Buf+Inv = 1
Comb pwr share = 23.6%
endpoints left unconstrained = 42
VDD IR max = 337 uV
CTS H-Tree Depth = 1
core area = 4880 um2
Initial Util = 42.9%
asr flop ratio synth = 9.09%
Area Growth Syn to Fin = 13.6%
Cell Int Power = 511 uW
Routed Antenna Nets = 0
worst min path class = reg -> reg
Die Height = 74.4 um
Top delay family on crit path = flip-flops
Max Fclk = 0.475 GHz
yosys stat area = 2100 um2
IO buf count = 20
Cell Area, Synth = 2100 um2
Non-Filler Instances = 276
FP Rows = 25
DRT Pass-1 Iters = 4
final period demand of the worst path = 2110 ps
initial antenna violation count = 0
FF+latch count, synth = 44
ys cells = 195
setup violators final = 0
==> power by group through the flow <==
stage | logic [uW] | registers, uW | clock network, uW
4_1_cts | 171 | 383 | 174
5_1_grt | 192 | 390 | 190
6_report | 170 | 383 | 168
==> cell families after synthesis <==
kind of cell | synth area share [%]
compound gates | 17.3
xor+xnor | 3.76
fa+ha+maj | 4.90
buf+inv | 4.24
flops | 44.5
latches | 5.01
mux | 5.79
other cells | 0.179
simple gates | 14.4
==> layout make-up <==
type	count	area (um2)
inverters	9	36.3
clock buffers	3	41.3
multi-input cells	131	970
fillers	434	2500
repair buffers	21	208
clock inverters	1	5.00
flip-flops and latches	44	1040
well taps	67	83.8
==> Yosys cell counts (5+ instances only) <==
cell,count,area [um2]
a21o_1,5,37.5
a21oi_1,8,40.0
clkbuf_1,9,33.8
dfxtp_1,16,320
dlxtn_1,7,105
edfxtp_1,17,510
ha_1,5,62.6
inv_1,8,30.0
mux2i_1,11,110
nand2_1,18,67.6
nand2b_1,5,31.3
nor2_1,10,37.5
nor2b_1,5,31.3
o21ai_0,5,25.0
xnor2_1,5,43.8
==> metal layers <==
metal / wire length (um) / GRT usage, % / part of all wire [%]
met1: 1810 / 23.1 / 53
met2: 1520 / 20.2 / 45
met3: 76 / 0.824 / 2.2
met4: 0 / 1.05 / 0
met5: 0 / 0 / 0
==> path summary, 6_finish.rpt <==
check	depth (start not counted)	endpoint	slack (ps)	from
min in group asynchronous	2	cstate[1]	770	rst
max	1	led[1]	1190	led[1]
min	1	enable1	480	cstate[1]
min reg2reg	1	enable1	480	cstate[1]
max reg2reg	7	led[4]	1370	RN1.ff0.q
max in group asynchronous	2	cstate[0]	2240	rst
==> stage by stage <==
stage                     worst slack, ps  util (%)  hold WS (ps)
after floorplan                      1480         -           364
after global placement               1410      47.8           463
after detailed placement             1390      47.8           457
after CTS                            1180      48.8           481
after global routing                 1100      48.8           513
final                                1190      48.8           479
==> registers in the layout (all words and copies together), names as in the netlist, 3 cells and up <==
signal         count
BCD.bcd0           4
BCD.bcd1           3
SEG7.anodes        3
SEG7.cathodes      7
SEG7.dig           4
cstate             4
led                6
Power and IR drop assume default switching activity.
